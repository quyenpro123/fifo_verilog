==> flow/design.v <==
module fifo_memory #(
        parameter data_size = 8                     ,  
        parameter address_size = 3                     
    )
    (
        input [data_size - 1:0] write_data_i        ,  
        input [address_size - 1:0] write_address_i  ,  
        input [address_size - 1:0] read_address_i   ,  
        input write_clk_en_i                        ,  
        input write_full_i                          ,  
        input write_clk_i                           ,  
        output [data_size - 1:0] read_data_o           
    );
    localparam fifo_depth = 1 << address_size       ;  
    reg [data_size - 1:0] mem [0:fifo_depth]        ;  
    assign read_data_o = mem[read_address_i]        ;  
    always @(posedge write_clk_i)                      
    begin
        if (write_clk_en_i && !write_full_i)           
        begin
            mem[write_address_i] <= write_data_i    ;  
        end 
    end
endmodule            
`timescale 1ns / 1ps
module fifo_top #(
        parameter data_size = 8                                 , 
        parameter address_size = 3                                
    )
    (
        input [data_size - 1:0] write_data_i                    , 
        input write_increment_i                                 , 
        input write_clk_i                                       , 
        input write_reset_n_i                                   , 
        input read_increment_i                                  , 
        input read_clk_i                                        , 
        input read_reset_n_i                                    , 
        output [data_size - 1:0] read_data_o                    , 
        output write_full_o                                     , 
        output read_empty_o                                      
    );
    wire [address_size - 1:0] write_address                     ; 
    wire [address_size - 1:0] read_address                      ; 
    wire [address_size:0] write_pointer                         ; 
    wire [address_size:0] read_pointer                          ; 
    wire [address_size:0] write_to_read_pointer                 ; 
    wire [address_size:0] read_to_write_pointer                 ; 
    fifo_memory  #(data_size, address_size)                       
                fifo_mem (
                             .write_clk_i(write_clk_i)          ,
                             .write_clk_en_i(write_increment_i) ,
                             .write_data_i(write_data_i)        ,
                             .write_address_i(write_address)    ,
                             .read_address_i(read_address)      ,
                             .write_full_i(write_full_o)        ,
                             .read_data_o(read_data_o)          
                        );
    rdpt_empty #(address_size)                                      
                rdpt_empty(
                             .read_reset_n_i(read_reset_n_i)                  , 
                             .read_clk_i(read_clk_i)                          , 
                             .read_increment_i(read_increment_i)              , 
                             .write_to_read_pointer_i(write_to_read_pointer)  ,
                             .read_address_o(read_address)                    , 
                             .read_pointer_o(read_pointer)                    , 
                             .read_empty_o(read_empty_o)                               
                        );
    wrpt_full #()                                                    
                wrpt_full(  
                             .read_to_write_pointer_i(read_to_write_pointer)  ,
                             .write_clk_i(write_clk_i)                        ,
                             .write_increment_i(write_increment_i)            ,
                             .write_reset_n_i(write_reset_n_i)                ,
                             .write_address_o(write_address)                  ,
                             .write_full_o(write_full_o)                                          
                        );
    read_to_write_syn #()                                              
                read_to_write_syn(
                             .read_pointer_i(read_pointer)                    , 
                             .write_clk_i(write_clk_i)                        , 
                             .write_reset_n_i(write_reset_n_i)                , 
                             .read_to_write_pointer_o(read_to_write_pointer)   
                        );
    write_to_read_syn #()                                              
                write_to_read_syn(
                            .write_pointer_i(write_pointer)                   , 
                             .read_clk_i(read_clk_i)                          , 
                             .read_reset_n_i(read_reset_n_i)                  , 
                             .write_to_read_pointer_o(write_to_read_pointer)   
                        );                        
endmodule
module rdpt_empty #(
        parameter address_size = 3                             
    )
    (
        input read_reset_n_i                                ,  
        input read_clk_i                                    ,  
        input read_increment_i                              ,  
        input [address_size:0] write_to_read_pointer_i      ,  
        output reg [address_size - 1:0] read_address_o      ,  
        output reg [address_size:0] read_pointer_o          ,  
        output reg read_empty_o                                
    );
    reg [address_size:0] read_binary                        ;  
    reg [address_size:0] read_gray_next                     ;  
    reg [address_size:0] read_binary_next                   ;  
    always @*
    begin
        read_address_o = read_binary[address_size - 1:0]    ;  
        read_binary_next = read_binary + (read_increment_i
        & ~read_empty_o)                                    ;  
        read_gray_next = (read_binary_next >> 1) ^ 
        read_binary_next                                    ;  
    end
    always @(posedge read_clk_i, negedge read_reset_n_i)       
    begin
        if (~read_reset_n_i)
            {read_binary, read_pointer_o} <= 0              ;
        else
            {read_binary, read_pointer_o} <= 
            {read_binary_next, read_gray_next}              ; 
    end
    always @(posedge read_clk_i, negedge read_reset_n_i)       
    begin
        if (~read_reset_n_i)
            read_empty_o <= 1'b1                            ;
        else
            read_empty_o <= (read_gray_next == 
            write_to_read_pointer_i)                        ;  
    end
endmodule
module read_to_write_syn #(
        parameter address_size = 3                                
    )
    (
        input [address_size:0] read_pointer_i                   ,  
        input write_clk_i                                       ,  
        input write_reset_n_i                                   ,  
        output reg [address_size - 1:0] read_to_write_pointer_o    
    );
    reg [address_size - 1:0] tmp_read_to_write                  ;  
    always @(posedge write_clk_i)
    begin
        if (~write_reset_n_i)
            {read_to_write_pointer_o, tmp_read_to_write} <= 0     ;
        else
            {read_to_write_pointer_o, tmp_read_to_write} <= 
            {tmp_read_to_write, read_pointer_i}                 ;  
    end
endmodule
module write_to_read_syn #(
        parameter address_size = 3                               
    )
    (
        input [address_size:0] write_pointer_i                  ,  
        input read_reset_n_i                                    ,  
        input read_clk_i                                        ,  
        output reg [address_size - 1:0] write_to_read_pointer_o    
    );
    reg [address_size:0] tmp_write_pointer;                        
    always @(posedge read_clk_i, negedge read_reset_n_i)           
    begin
        if (~read_reset_n_i) 
            {write_to_read_pointer_o, tmp_write_pointer} <= 0    ;
        else
            {write_to_read_pointer_o, tmp_write_pointer} <= 
            {tmp_write_pointer, write_pointer_i}                 ;  
    end
endmodule
module wrpt_full #(
        parameter address_size = 3                                       
    )
    (
        input [address_size:0] read_to_write_pointer_i                  , 
        input write_clk_i                                               , 
        input write_increment_i                                         , 
        input write_reset_n_i                                           , 
        output reg [address_size - 1:0] write_address_o                 , 
        output reg [address_size:0] write_pointer_o                     , 
        output reg write_full_o                                           
    );
    reg [address_size:0] write_binary                                   ; 
    reg [address_size:0] write_gray_next                                ; 
    reg [address_size:0] write_binary_next                              ; 
    always @*
    begin
        write_address_o = write_binary[address_size - 1:0]              ;
        write_binary_next = write_binary + 
        (write_increment_i & ~write_full_o)                             ;
        write_gray_next = (write_binary_next >> 1) ^ 
        write_binary_next                                               ;  
    end
    always @(posedge write_clk_i, negedge write_reset_n_i)                 
    begin
        if (~write_reset_n_i)
            {write_binary, write_pointer_o} <= 0                        ;
        else 
            {write_binary, write_pointer_o} <= 
            {write_binary_next, write_gray_next}                        ;
    end
    always @(posedge write_clk_i, negedge write_reset_n_i)                 
    begin
        if (~write_reset_n_i)
            write_full_o <= 1'b0                                        ;
        else
            write_full_o <= (write_gray_next == 
            {~read_to_write_pointer_i[address_size:address_size - 1],
            read_to_write_pointer_i[address_size - 2:0]})               ;  
    end                                                                    
endmodule
==> flow/run.sh <==
#!/bin/bash
# OpenROAD 26Q1-2900-gdf79404cd8, Yosys 0.63+post, stock flow scripts
make -C /OpenROAD-flow-scripts/flow DESIGN_CONFIG=/design/flow/config.mk WORK_HOME=/design/flow/orfs finish
==> flow/config.mk <==
export PLATFORM = sky130hd
export DESIGN_NAME = fifo_top
export DESIGN_NICKNAME = fifo_top
export VERILOG_FILES = /design/flow/design.v
export SDC_FILE = /design/flow/constraint.sdc
export NUM_CORES = 4
export LEC_CHECK = 1
export CORE_UTILIZATION = 30
==> flow/constraint.sdc <==
current_design fifo_top

set clk_period 4.3
set clk_io_pct 0.2

create_clock -name clk0 -period $clk_period [get_ports {read_clk_i}]
create_clock -name clk1 -period $clk_period [get_ports {write_clk_i}]

set non_clock_inputs [all_inputs -no_clocks]
set_input_delay [expr $clk_period * $clk_io_pct] -clock clk0 $non_clock_inputs
set_output_delay [expr $clk_period * $clk_io_pct] -clock clk0 [all_outputs]
==> summary.txt <==
Implementation status.

- The run finished with clean final reports.
- The worst max-slew margin expressed relative to the limit is 0.539.
- The final power report lists total power as ~2400 uW.
- For the worst setup path, the data required time is around 3400 ps.
- Along the worst hold path, the cell count comes to 1.
- The share of synthesized registers carrying an async set or reset is 0.148.
- Per the Yosys statistics, synthesis produced 153 cells.
- Across the run, the number of max-cap violations was 0.
- The depth of the most critical reg-to-reg path is 4.
- The finished cells cover ~0.0038 mm^2.
- The cell count after synthesis came out at approximately 150.
- Summed over all layers, the routed wires come to between 5000 and 6000 um.
- Entering global routing, the biggest net connects 19 pins.
- The cell row count is 37.
- The reported leakage power is around 0.0013 uW.
- The pin closest to its max-slew limit shows a slew of just under 700 ps.
- The areal power density over the cells is between 600 and 700 mW/mm^2.
- The busiest layer in global routing is met1.
- The worst path meets setup with ~1300 ps of slack.
- The clock sink total is a little over 80.
- The starting utilization of the core area is 0.308.
- The worst setup path is of the flop to output pin kind.
- Setup repair after global routing left no endpoint under its margin.
- In the final layout, the share of cells above drive strength 1 is 0.187.
- STA on the placed design reports a worst setup slack of around 1500 ps.
- For the worst reg-to-reg path, the endpoint reported by OpenROAD is fifo_mem.mem[5][6].
- The class of the tightest hold or removal check is flop to flop.
- The synthesis stat section lists a flop and latch total of slightly above 80.
- The area of the core region is just over 0.01 mm^2.
- In this run the mean area of a mapped cell was around 21 um^2.
- For flop-to-flop paths, the worst setup slack is approximately 2500 ps.
- Between clock sinks in the finished design, the worst skew comes to between 10 and 15 ps.
- The leading register cell type out of synthesis is sky130_fd_sc_hd__edfxtp_1.
- After clock tree synthesis, the repair step resized 0 gates.
- The number of global-route vias before repair is roughly 1,500.
- The count of buffers inserted at the top-level ports is 22.
- In this run the horizontal extent of the chip is about 100 um.
- The number of antenna violations at the first check in global routing came to 0.
- The endpoint of the worst hold path is reported as read_to_write_syn.tmp_read_to_write[1].
- Detailed placement reports a standard cell area of 0.00357 mm^2.
- The met1 track demand over resource in global routing is 0.153.
- The final hold violation count recorded for this run is 0.
- Buffers added to address setup during post-CTS repair amount to 0.
- The met2 demand-to-capacity share in global routing is 0.151.
- The final layout reports a setup TNS of 0 ps.
- Per the post-CTS timing run, clock transition at the registers of the reported paths is about 80 ps.
- Per the timing report, the biggest fanout along the worst path comes to 16.
- The capturing element type of the critical path is an output pin.
- Per the detail_route report, routed wire per instance is between 15 and 20 um.
- TritonCTS built the clock tree.
- The number of warnings in the stage logs is 26.
- Looking at the reg2reg group, the worst path starts from wrpt_full.write_full_o.
- For this run, design rule violations remaining after detail routing come to 0.
- The global-route congestion overflow total is 0.
- The worst setup path is launched from a flop.
- The first-pass GRT wire length is between 8000 and 9000 um.
- The area enclosed by the die boundary is around 0.011 mm^2.
- The first-pass iteration count of the detailed router is 3.
- The final count of pins violating max slew is 0.
- The area growth from synthesis to layout is 20.4%.
- The detail-routed via count per cell is about 4.3.
- The post-synth count of flops with an enable pin is about 64.
- Yosys mapped the design onto 27 distinct sky130hd cell types.
- The final-layout worst hold slack is around 350 ps.
- The detailed placer's ending HPWL is between 3000 and 4000 um.
- The count of filler cells inserted in the layout is roughly 940.
- Pin placement for this block handled 24 I/O pins.
- The via total after detailed routing is 1,433.
- The arrival time of data at the critical path endpoint is roughly 2200 ps.
- The routability congestion estimate from global placement is just under 0.8.
- On met3, the global router reports a usage of 0.0661.
- The yosys synthesis chip area is between 0.003 and 0.004 mm^2.
- IR analysis of the VDD net gives a maximum drop of 0.283 mV.
- The startpoint of the most critical hold path is rdpt_empty.read_pointer_o[1].
- The last timing report of the flow puts the setup violation total at 0.
- The share of the Yosys chip area taken by registers is 0.734.
- The violation tally from detailed-route iteration zero is approximately 63.
- The number of routed nets with antenna violations is 0.
- The number of buffers inserted for hold repair after clock tree synthesis is 0.
- The routed design ends up with an antenna cell count of 0.
- The warning count from the yosys run is 11.
- The post-synthesis instance area is around 0.0032 mm^2.
- Total global-route track usage over all layers is 0.107.
- The vertical die size is 105 um.
[synth_stat cells (2+ instances only)]
| cell | number | area share |
|---|---|---|
| sky130_fd_sc_hd__edfxtp_1 | 64 | 0.61 |
| sky130_fd_sc_hd__nand2b_1 | 4 | 0.0079 |
| sky130_fd_sc_hd__and2_1 | 5 | 0.0099 |
| sky130_fd_sc_hd__nor2_1 | 5 | 0.0059 |
| sky130_fd_sc_hd__nor2b_1 | 2 | 0.0040 |
| sky130_fd_sc_hd__nor3b_1 | 2 | 0.0047 |
| sky130_fd_sc_hd__buf_2 | 3 | 0.0047 |
| sky130_fd_sc_hd__nand3_1 | 3 | 0.0047 |
| sky130_fd_sc_hd__xnor2_1 | 2 | 0.0055 |
| sky130_fd_sc_hd__nor3_1 | 3 | 0.0047 |
| sky130_fd_sc_hd__xor2_1 | 5 | 0.014 |
| sky130_fd_sc_hd__ha_1 | 4 | 0.016 |
| sky130_fd_sc_hd__dfrtp_1 | 11 | 0.087 |
| sky130_fd_sc_hd__dfxtp_1 | 5 | 0.032 |
| sky130_fd_sc_hd__nand2_1 | 2 | 0.0024 |
| sky130_fd_sc_hd__mux4_1 | 15 | 0.12 |
| sky130_fd_sc_hd__mux2_2 | 8 | 0.028 |
[critical path, stage by stage (launching register included)]
cell                              delay (ps)
sky130_fd_sc_hd__dfrtp_1                 340
sky130_fd_sc_hd__buf_4                   280
sky130_fd_sc_hd__mux4_1                  590
sky130_fd_sc_hd__mux2_2                  290
sky130_fd_sc_hd__clkdlybuf4s50_1         400
[metrics by stage]
step,utilization,cells
3_5_place_dp,0.348,314
4_1_cts,0.371,334
5_1_grt,0.371,334
3_3_place_gp,0.348,314
6_report,0.371,334
2_1_floorplan,-,153
[state kept, by name, summed over array words and instances, names as in the netlist]
register / flops
rdpt_empty.read_empty_o: 1
wrpt_full.write_full_o: 1
read_to_write_syn.read_to_write_pointer_o: 3
read_to_write_syn.tmp_read_to_write: 2
wrpt_full.write_binary: 4
rdpt_empty.read_binary: 3
fifo_mem.mem: 64
rdpt_empty.read_pointer_o: 3
[area by class of cell]
class	count	area, um^2	share of cell area
Timing Repair Buffer	31	288	0.0755
Tap cell	136	170	0.0446
Clock inverter	8	72.6	0.0190
Clock buffer	12	165	0.0433
Multi-Input combinational cell	66	793	0.208
Sequential cell	81	2320	0.609
[cells in the final DEF (no fill, tap or decap), types with 2 or more instances in the layout]
cell type and instances:
sky130_fd_sc_hd__dfxtp_1 5, sky130_fd_sc_hd__clkinv_1 2, sky130_fd_sc_hd__nor3b_1 2, sky130_fd_sc_hd__nor3_1 3, sky130_fd_sc_hd__mux2_2 8, sky130_fd_sc_hd__and2_1 5
sky130_fd_sc_hd__nand2_1 2, sky130_fd_sc_hd__clkbuf_8 12, sky130_fd_sc_hd__ha_1 4, sky130_fd_sc_hd__dfrtp_1 11, sky130_fd_sc_hd__xnor2_1 2, sky130_fd_sc_hd__clkinv_2 2
sky130_fd_sc_hd__buf_4 9, sky130_fd_sc_hd__nor2_1 5, sky130_fd_sc_hd__nor2b_1 2, sky130_fd_sc_hd__nand2b_1 4, sky130_fd_sc_hd__clkdlybuf4s50_1 22, sky130_fd_sc_hd__nand3_1 3
sky130_fd_sc_hd__edfxtp_1 64, sky130_fd_sc_hd__xor2_1 5, sky130_fd_sc_hd__mux4_1 15
[worst max-delay path by stage]
stage | startpoint | endpoint | cells past startpoint
finish | rdpt_empty.read_binary[0] | read_data_o[0] | 4
global route | rdpt_empty.read_binary[1] | read_data_o[0] | 3
CTS | rdpt_empty.read_binary[0] | read_data_o[0] | 4
[where the power goes]
| group | switching [uW] | internal (uW) | total [uW] |
|---|---|---|---|
| combinational | 260 | 427 | 687 |
| sequential | 109 | 1020 | 1130 |
| clock | 269 | 328 | 598 |
| total | 639 | 1770 | 2410 |
[per-layer routing]
layer / share of wire / vias up
li1: - / 700
met1: 0.42 / 667
met2: 0.47 / 61
met3: 0.10 / 5
met4: 0.0077 / 0
met5: 0 / -
[cells by family after synthesis]
logic type	count (synthesis)	share of synthesized area
XOR/XNOR	7	0.0194
flip-flops	81	0.734
AND-OR/OR-AND	2	0.00395
buffers and inverters	6	0.0158
multiplexers	25	0.163
adder cells (fa/ha/maj)	4	0.0158
AND/OR/NAND/NOR	28	0.0482
Power is estimated from default activity; no workload was simulated.
